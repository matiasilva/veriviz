`/design/flow/design.v`:
```
module branch_epsilon #(
    parameter WIDTH = 16
) (
    input  logic             clk,
    input  logic             rst_n,
    input  logic [WIDTH-1:0] data_in_0,
    input  logic [WIDTH-1:0] data_in_1,
    output logic [WIDTH-1:0] data_out_0,
    output logic [WIDTH-1:0] data_out_1
);
    logic [WIDTH-1:0] gamma_output;
    logic [WIDTH-1:0] delta_output;
    logic [WIDTH-1:0] intermediate_mix;
    assign intermediate_mix = gamma_output + delta_output;
    assign data_out_0 = gamma_output ^ intermediate_mix;
    assign data_out_1 = delta_output & data_in_1;
    leaf_gamma #(
        .WIDTH(WIDTH)
    ) u_gamma (
        .clk     (clk),
        .rst_n   (rst_n),
        .vec_in  (data_in_0),
        .vec_out (gamma_output)
    );
    leaf_delta #(
        .WIDTH(WIDTH)
    ) u_delta (
        .clk    (clk),
        .rst_n  (rst_n),
        .vec_a  (data_in_0),
        .vec_b  (data_in_1),
        .result (delta_output)
    );
endmodule
module branch_zeta #(
    parameter WIDTH = 16
) (
    input  logic             clk,
    input  logic             rst_n,
    input  logic [WIDTH-1:0] stream_in,
    output logic [WIDTH-1:0] stream_out_p,
    output logic [WIDTH-1:0] stream_out_q
);
    logic [WIDTH-1:0] pipeline_0;
    logic [WIDTH-1:0] pipeline_1;
    logic [WIDTH-1:0] pipeline_2;
    logic [WIDTH-1:0] feedback;
    assign feedback = pipeline_2 >> 3;
    assign stream_out_p = pipeline_1 | feedback;
    assign stream_out_q = pipeline_0 ^ pipeline_2;
    always_ff @(posedge clk or negedge rst_n) begin
        if (!rst_n) begin
            pipeline_0 <= '0;
            pipeline_1 <= '0;
            pipeline_2 <= '0;
        end else begin
            pipeline_0 <= stream_in;
            pipeline_1 <= pipeline_0 + feedback;
            pipeline_2 <= pipeline_1 ^ stream_in;
        end
    end
endmodule
module leaf_delta #(
    parameter WIDTH = 16
) (
    input  logic             clk,
    input  logic             rst_n,
    input  logic [WIDTH-1:0] vec_a,
    input  logic [WIDTH-1:0] vec_b,
    output logic [WIDTH-1:0] result
);
    logic [WIDTH-1:0] merged;
    logic [WIDTH-1:0] shifted_a;
    logic [WIDTH-1:0] shifted_b;
    logic [WIDTH-1:0] acc;
    assign shifted_a = vec_a << 2;
    assign shifted_b = vec_b >> 2;
    assign merged = shifted_a ^ shifted_b;
    assign result = acc & merged;
    always_ff @(posedge clk or negedge rst_n) begin
        if (!rst_n) begin
            acc <= '0;
        end else begin
            acc <= acc + merged;
        end
    end
endmodule
module leaf_gamma #(
    parameter WIDTH = 16
) (
    input  logic             clk,
    input  logic             rst_n,
    input  logic [WIDTH-1:0] vec_in,
    output logic [WIDTH-1:0] vec_out
);
    logic [WIDTH-1:0] stage_0;
    logic [WIDTH-1:0] stage_1;
    logic [WIDTH-1:0] rotated;
    assign rotated = {vec_in[WIDTH-2:0], vec_in[WIDTH-1]};
    assign vec_out = stage_1 ^ rotated;
    always_ff @(posedge clk or negedge rst_n) begin
        if (!rst_n) begin
            stage_0 <= '0;
            stage_1 <= '0;
        end else begin
            stage_0 <= vec_in + rotated;
            stage_1 <= stage_0 | vec_in;
        end
    end
endmodule
module node_eta #(
    parameter WIDTH = 16
) (
    input  logic             clk,
    input  logic             rst_n,
    input  logic [WIDTH-1:0] input_vec,
    output logic [WIDTH-1:0] output_vec
);
    logic [WIDTH-1:0] local_state_0;
    logic [WIDTH-1:0] local_state_1;
    logic [WIDTH-1:0] computed;
    assign computed = local_state_0 & ~local_state_1;
    assign output_vec = computed + input_vec;
    always_ff @(posedge clk or negedge rst_n) begin
        if (!rst_n) begin
            local_state_0 <= '0;
            local_state_1 <= '0;
        end else begin
            local_state_0 <= input_vec | computed;
            local_state_1 <= local_state_0 ^ input_vec;
        end
    end
endmodule
module top_intermediate #(
    parameter WIDTH = 16
) (
    input  logic             clk,
    input  logic             rst_n,
    input  logic [WIDTH-1:0] input_stream_a,
    input  logic [WIDTH-1:0] input_stream_b,
    input  logic [WIDTH-1:0] input_stream_c,
    output logic [WIDTH-1:0] output_stream_x,
    output logic [WIDTH-1:0] output_stream_y,
    output logic [WIDTH-1:0] output_stream_z
);
    logic [WIDTH-1:0] epsilon_out_0;
    logic [WIDTH-1:0] epsilon_out_1;
    logic [WIDTH-1:0] zeta_out_p;
    logic [WIDTH-1:0] zeta_out_q;
    logic [WIDTH-1:0] eta_out;
    logic [WIDTH-1:0] combined_signal_0;
    logic [WIDTH-1:0] combined_signal_1;
    assign combined_signal_0 = epsilon_out_0 + zeta_out_p;
    assign combined_signal_1 = epsilon_out_1 ^ zeta_out_q;
    assign output_stream_x = combined_signal_0 & eta_out;
    assign output_stream_y = combined_signal_1 | input_stream_c;
    assign output_stream_z = eta_out ^ (epsilon_out_0 + epsilon_out_1);
    branch_epsilon #(
        .WIDTH(WIDTH)
    ) u_epsilon (
        .clk        (clk),
        .rst_n      (rst_n),
        .data_in_0  (input_stream_a),
        .data_in_1  (input_stream_b),
        .data_out_0 (epsilon_out_0),
        .data_out_1 (epsilon_out_1)
    );
    branch_zeta #(
        .WIDTH(WIDTH)
    ) u_zeta (
        .clk          (clk),
        .rst_n        (rst_n),
        .stream_in    (input_stream_c),
        .stream_out_p (zeta_out_p),
        .stream_out_q (zeta_out_q)
    );
    node_eta #(
        .WIDTH(WIDTH)
    ) u_eta (
        .clk        (clk),
        .rst_n      (rst_n),
        .input_vec  (combined_signal_0),
        .output_vec (eta_out)
    );
endmodule
```
`/design/flow/run.sh`:
```
#!/bin/bash
# OpenROAD 26Q1-2900-gdf79404cd8, Yosys 0.63+post, stock flow scripts
make -C /OpenROAD-flow-scripts/flow DESIGN_CONFIG=/design/flow/config.mk WORK_HOME=/design/flow/orfs finish
```
`/design/flow/config.mk`:
```
export PLATFORM = sky130hd
export DESIGN_NAME = top_intermediate
export DESIGN_NICKNAME = top_intermediate
export VERILOG_FILES = /design/flow/design.v
export SDC_FILE = /design/flow/constraint.sdc
export NUM_CORES = 4
export LEC_CHECK = 1
export CORE_UTILIZATION = 40
```
`/design/flow/constraint.sdc`:
```
current_design top_intermediate

set clk_period 13.6
set clk_io_pct 0.2

create_clock -name clk0 -period $clk_period [get_ports {clk}]

set non_clock_inputs [all_inputs -no_clocks]
set_input_delay [expr $clk_period * $clk_io_pct] -clock clk0 $non_clock_inputs
set_output_delay [expr $clk_period * $clk_io_pct] -clock clk0 [all_outputs]
```
==> flow_summary_export.csv <==
group,metric,value,unit
place,gp_congestion,0.857,
worst_setup_path,critPathRequiredTime,10.88,ns
final_layout,finalNonFillerCells,1475,
final_timing,period_used_share,86.3,%
final_layout,area_growth,20.4,%
routing,routedWlPerCell,13.8,um
grt,grt-ovfl-total,0,
place,portBuffers,97,
clock_network,numClockSinks,126,
routing,first_iter_violations,297,
run,drv_cap,0,
synth,common_cells,"126 x dfrtp_1, 122 x ha_1, 112 x xnor2_1",
run,warning_count,45,
worst_setup_path,critPathMaxStageDelay,0.47,ns
worst_setup_path,crit_fanout,6,
final_timing,finalSetupTns,0,ns
synth,synth_area_per_cell,9.43,um2
synth,largest_area_cell,"dfrtp_1",
synth,top_cells_by_area,"dfrtp_1 33%, ha_1 16%, xnor2_1 10%",
worst_setup_path,crit_buf_inv,5,
synth,netlist_instances,1025,
worst_setup_path,arrival,9.02,ns
grt,grt_pass1_wl,34.9,mm
die,die_h,157,um
final_timing,clock_skew,0.00848,ns
synth,synth-area-yosys,9670,um2
die,die_x,157,um
synth,syn-cell-area,9670,um2
final_timing,slew_headroom,47.0,%
routing,drc,0,
worst_setup_path,cpMostUsedCell,"a21o_1",
clock_network,clock_path_buffers,2,
grt,grt_usage,18.4,%
final_layout,final_util,49.3,%
clock_network,cts_hold_buf,0,
grt,grt_max_degree,56,
clock_network,cts_tree,"yes",
place,hpwl,16.5,mm
routing,dr.pass1.iters,4,
worst_setup_path,worst-setup-path-type,"input port to output pin",
die,fp_util,40.9,%
synth,edf_count,0,
worst_setup_path,critical_path.top_delay_family,"AND-OR/OR-AND gates",
final_timing,slew_viol_final,0,
final_timing,setup_violations,0,
worst_setup_path,start_kind,"input port",
clock_network,worstSkewPairLatency,0.42,ns
synth,async_reset_ff_share,100,%
synth,ys_seq_share,32.6,%
clock_network,numCtsBuffers,17,
synth,top_cell_area_share,32.6,%
synth,synth_top_cell_by_count,"dfrtp_1",
worst_setup_path,crit_path_end_kind,"output pin",
final_layout,drive_above_1_share,6.75,%
clock_network,cts.clk_slew.worst_paths,0.06,ns
die,core,23600,um2
final_layout,nFillCells,2191,
worst_setup_path,cp_slowest_cell,"clkdlybuf4s50_1",
final_timing,post-route-min-period,11.74,ns
clock_network,cts-root-buf,"clkbuf_16",
routing,wl,20.4,mm
clock_network,postCtsSetupBuffers,0,
run_status,status,"finished clean",
routing,antenna_left,0,
die,ios,98,
routing,routed_via_density,4.83,
routing,vias,7124,
clock_network,h-tree-depth,4,
final_timing,worst_pin_slew,0.784,ns
die,row_count,56,
grt,grt_pass1_vias,7169,
final_timing,final_hold_viol_count,0,
synth,synth-main-ff-cell,"dfrtp_1",
synth,ys_seq_elements,126,
synth,yosysWarnings,4,
clock_network,cts-resized-gates,0,
place,dp.cells,1442,
grt,antenna_found_initial,1,
synth,synth_stat.cells,1025,
die,dieArea,24800,um2
synth,ys_types,56,
final_timing,max_freq,85.2,MHz
final_timing,rsz0062_at_grt,"no",
hold_path,min_path_type,"register to register",
flip-flops by register name, summed over array words and instances (netlist names):
name / count
u_eta.local_state_1: 16
u_eta.local_state_0: 16
u_epsilon.u_delta.acc: 16
u_epsilon.u_gamma.stage_0: 15
u_zeta.pipeline_0: 16
u_zeta.pipeline_1: 16
u_zeta.pipeline_2: 16
u_epsilon.u_gamma.stage_1: 15
routing by layer:
| metal | vias up | wire, um | GRT usage [%] |
|---|---|---|---|
| met1 | 3315 | 10500 | 28.6 |
| li1 | 3714 | - | - |
| met3 | 18 | 525 | 2.41 |
| met2 | 77 | 9100 | 28.7 |
| met4 | 0 | 300 | 2.54 |
| met5 | - | 0 | 0 |
final timing paths:
| check | from | to | slack (ns) | cells past startpoint |
|---|---|---|---|---|
| min in group asynchronous | rst_n | u_epsilon.u_gamma.stage_0[0] | 2.25 | 1 |
| max in group asynchronous | rst_n | u_zeta.pipeline_1[12] | 9.74 | 3 |
| max | input_stream_b[2] | output_stream_z[15] | 1.86 | 27 |
| min reg2reg | u_epsilon.u_gamma.stage_0[5] | u_epsilon.u_gamma.stage_1[5] | 0.43 | 1 |
| max reg2reg | u_epsilon.u_delta.acc[0] | u_eta.local_state_0[15] | 8.65 | 20 |
| min | u_epsilon.u_gamma.stage_0[5] | u_epsilon.u_gamma.stage_1[5] | 0.43 | 1 |
area by class of cell:
type / count / area, um2 / area share [%]
Sequential cell: 126 / 3150 / 27.1
Tap cell: 319 / 399 / 3.43
Inverter: 89 / 334 / 2.87
Timing Repair Buffer: 99 / 983 / 8.45
Clock inverter: 14 / 159 / 1.37
Antenna cell: 1 / 2.50 / 0.0215
Multi-Input combinational cell: 809 / 6180 / 53.1
Clock buffer: 18 / 429 / 3.69
through the flow:
stage | cell area [um2] | setup WS, ns | hold slack (ns)
floorplan | 9670 | 3.59 | 0.410
global placement | 11000 | 1.99 | 0.412
detailed placement | 11000 | 1.90 | 0.415
CTS | 11600 | 1.86 | 0.428
global route | 11600 | 1.17 | 0.434
finish | 11600 | 1.86 | 0.427
worst reg2reg max path, cell delays in order, from the launching register on:
cell,delay (ns)
dfrtp_1,0.38
ha_1,0.26
and2_2,0.21
fa_1,0.45
a21o_1,0.18
a21o_1,0.20
a21o_1,0.18
a21o_1,0.20
a21oi_1,0.21
nor2_1,0.10
o31ai_1,0.30
nor2b_1,0.21
xnor2_1,0.15
ha_1,0.28
or3_1,0.41
o211ai_1,0.28
o2bb2ai_1,0.10
a211oi_1,0.31
xor2_2,0.23
ha_1,0.18
inv_1,0.04
cells by family (layout without fill, tap and decap cells):
logic type / count (synthesis) / count (layout) / synth area share [%]
AND/OR/NAND/NOR: 307 / 307 / 16.3
XOR/XNOR: 200 / 200 / 18.2
AND-OR/OR-AND: 172 / 172 / 12.0
adder cells (fa/ha/maj): 129 / 129 / 17.2
flip-flops: 126 / 126 / 32.6
buffers and inverters: 90 / 220 / 3.49
multiplexers: 1 / 1 / 0.116
other: 0 / 1 / 0
placed cells by master, fill, tap and decap left out, drive strengths merged, types with 16 or more instances in the layout:
cell,instances
dfrtp,126
ha,122
xnor2,112
clkdlybuf4s50,96
inv,93
xor2,88
nor2,77
nand2,47
a21oi,45
nand2b,43
o21ai,34
or2,30
a21o,27
nor3,26
nand3,22
clkbuf,18
nor2b,16
and2,16
